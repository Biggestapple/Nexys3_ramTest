==> design/flow/design.v <==
module		sevSeg_drive#(
	parameter			HEX_BYTE_LENGTH		=16,
	parameter			TIM_THOLD  			=16'hfb11,
	parameter			SYSTEM_CLK 			=50_000000
)(
	input				sys_clk,
	input				sys_rst,
	input				[HEX_BYTE_LENGTH-1:0]	i_data,
	input				shadow_zero,
	output		reg		[3:0]					an,
	output		reg		ca,
	output		reg		cb,
	output		reg		cc,
	output		reg		cd,
	output		reg		ce,
	output		reg		cf,
	output		reg		cg,
	output		reg		dp
);
reg				[HEX_BYTE_LENGTH-1:0]		data;
reg				[3:0]						data_mask;
reg				[3:0]						state;
reg				[15:0]						time_cnt; 
always @(posedge sys_clk)
	if(sys_rst)
		data <={(HEX_BYTE_LENGTH)*{1'b0}};
	else 
		data <=i_data;
integer		index;
always @(posedge sys_clk) begin	
	case(data_mask)
		4'h0:{ca,cb,cc,cd,ce,cf,cg,dp} <=8'b0000_0011;
		4'h1:{ca,cb,cc,cd,ce,cf,cg,dp} <=8'b1001_1111;
		4'h2:{ca,cb,cc,cd,ce,cf,cg,dp} <=8'b0010_0101;
		4'h3:{ca,cb,cc,cd,ce,cf,cg,dp} <=8'b0000_1101;
		4'h4:{ca,cb,cc,cd,ce,cf,cg,dp} <=8'b1001_1001;
		4'h5:{ca,cb,cc,cd,ce,cf,cg,dp} <=8'b0100_1001;
		4'h6:{ca,cb,cc,cd,ce,cf,cg,dp} <=8'b0100_0001;
		4'h7:{ca,cb,cc,cd,ce,cf,cg,dp} <=8'b0001_1111;
		4'h8:{ca,cb,cc,cd,ce,cf,cg,dp} <=8'b0000_0001;
		4'h9:{ca,cb,cc,cd,ce,cf,cg,dp} <=8'b0000_1001;
		4'ha:{ca,cb,cc,cd,ce,cf,cg,dp} <=8'b0001_0001;
		4'hb:{ca,cb,cc,cd,ce,cf,cg,dp} <=8'b1100_0001;
		4'hc:{ca,cb,cc,cd,ce,cf,cg,dp} <=8'b0110_0011;
		4'hd:{ca,cb,cc,cd,ce,cf,cg,dp} <=8'b1000_0101;
		4'he:{ca,cb,cc,cd,ce,cf,cg,dp} <=8'b0010_0001;
		4'hf:{ca,cb,cc,cd,ce,cf,cg,dp} <=8'b0111_0001;
	endcase
end
localparam						IDLE =4'b0000;
localparam						S0 	 =4'b0001;
localparam						S1 	 =4'b0010;
localparam						S2 	 =4'b0011;
localparam						S3 	 =4'b0100;
localparam						S4 	 =4'b0101;
localparam						S5 	 =4'b0110;
localparam						S6 	 =4'b0111;
localparam						S7 	 =4'b1000;
always @(posedge sys_clk)
	if(sys_rst) begin
			state <=4'b0000;
			time_cnt <=16'h0000;
		end
	else begin
		case(state)
			IDLE:state <=S0;
			S0:begin
					data_mask <=data[3:0];
					if(shadow_zero ==1'b1) begin
						if(data[3:0] !=4'b0000)
							an[0] <=1'b0;
						else if(data[15:4] !=0)
							an[0] <=1'b0;
						else
							an[0] <=1'b1;
					end
					else
						an[0] <=1'b0;
					state <=S1;
				end
			S1:
				if(time_cnt ==TIM_THOLD) begin
						state <=S2;
						time_cnt <=16'h0000;
						an[0] <=1'b1;
					end
				else
					time_cnt <=time_cnt +1'b1;
			S2:begin
					data_mask <=data[7:4];
					if(shadow_zero ==1'b1) begin
						if(data[7:4] !=4'b0000)
							an[1] <=1'b0;
						else if(data[15:8] !=0)
							an[1] <=1'b0;
						else
							an[1] <=1'b1;
					end
					else
						an[1] <=1'b0;
					state <=S3;
				end
			S3:
				if(time_cnt ==TIM_THOLD) begin
					state <=S4;
					time_cnt <=16'h0000;
					an[1] <=1'b1;
					end
				else
					time_cnt <=time_cnt +1'b1;
			S4:begin
					data_mask <=data[11:8];
					if(shadow_zero ==1'b1) begin
						if(data[11:8] !=4'b0000)
							an[2] <=1'b0;
						else if(data[15:12] !=0)
							an[2] <=1'b0;
						else
							an[2] <=1'b1;
					end
					else
						an[2] <=1'b0;
					state <=S5;
				end
			S5:
				if(time_cnt ==TIM_THOLD) begin
						state <=S6;
						time_cnt <=16'h0000;
						an[2] <=1'b1;
					end
				else
					time_cnt <=time_cnt +1'b1;
			S6:begin
					data_mask <=data[15:12];
					an[3] <=(shadow_zero ==1'b1) ?(data[15:12] ==4'b0000):1'b0;
					state <=S7;
				end
			S7:
				if(time_cnt ==TIM_THOLD) begin
						state <=S0;
						time_cnt <=16'h0000;
						an[3] <=1'b1;
					end
				else
					time_cnt <=time_cnt +1'b1;
			default:
				state <=state;
		endcase
	end
endmodule
==> design/flow/run.sh <==
#!/bin/bash
# OpenROAD 26Q1-2900-gdf79404cd8, Yosys 0.63+post, stock flow scripts
make -C /OpenROAD-flow-scripts/flow DESIGN_CONFIG=/design/flow/config.mk WORK_HOME=/design/flow/orfs finish
==> design/flow/config.mk <==
export PLATFORM = sky130hd
export DESIGN_NAME = sevSeg_drive
export DESIGN_NICKNAME = sevSeg_drive
export VERILOG_FILES = /design/flow/design.v
export SDC_FILE = /design/flow/constraint.sdc
export NUM_CORES = 4
export LEC_CHECK = 1
export CORE_UTILIZATION = 50
==> design/flow/constraint.sdc <==
current_design sevSeg_drive

set clk_period 2.3
set clk_io_pct 0.2

create_clock -name clk0 -period $clk_period [get_ports {sys_clk}]

set non_clock_inputs [all_inputs -no_clocks]
set_input_delay [expr $clk_period * $clk_io_pct] -clock clk0 $non_clock_inputs
set_output_delay [expr $clk_period * $clk_io_pct] -clock clk0 [all_outputs]
==> notes.md <==
Numbers from the implementation run.

The run finished with clean final reports. The final routed DRC violation total is 0. The critical path endpoint has a required time of 2.32 ns.

Counting the warning lines in the Yosys log gives 1. The power report puts the leakage power at 1.09 nW. The number of buffers created by CTS is 5. The script logs the ratio of routed vias to standard cells as 5.29. The number of setup buffers added after CTS is 0.

Setup slack on the worst reg-to-reg path comes out at 0.24 ns. Per the CTS log, the maximum H-tree level is 2. The startpoint identified for the worst hold timing path is state[0].

The number of maximum-capacitance constraint violations is 0. Looking at the VDD voltage map, the peak drop is 0.434 mV. The worst setup path is of the reg2reg kind. The clock-pin slew on the worst setup and hold paths is 0.09 ns. The sum of negative setup slack is 0 ns. The iteration count of the initial detailed-routing pass is 22. The floorplan row count is 24.

The worst hold path terminates at state[5]. Counting pins that exceed their max-slew limit in the final report gives 0. The category of the worst setup path capture point is a flip-flop. Setup repair after global routing left no endpoint under its margin.

The global routing usage summed across all routing layers is 18.3%. STA classifies the critical path startpoint as a flip-flop. The terminus of the critical flop-to-flop path is an[1]. STA reports the tightest min-delay check as being of type reg2reg.

The number of global-route vias before repair is 1504. The number of clock sinks is 56. Per the Yosys statistics, synthesis produced 234 cells.

The x dimension of the die is 71.2 µm. The power density of the placed cells is 607 nW/µm². The initial standard-cell utilization of the core is 53.6%. The distinct cell type count of the synthesized netlist is 46. In the final routed layout, each cell accounts on average for 12.8 µm. Summing the sequential cell areas from Yosys gives 50.1% of the chip area. The number of gates given a new drive strength after cts is 0. For this run, the leading register cell type out of synthesis is sky130_fd_sc_hd__dfxtp_1. After layout, the setup clock skew is reported as 0.00521 ns.

The tightest hold margin is 0.447 ns. The region available for standard cell placement spans 4470 µm². The vertical die dimension reported for this design is 71.2 µm. The global-route wire length before repair is 7070 µm. A synthesized cell averages 10.2 µm².

The final tally of hold violations is 0. The number of enable flip-flop cells is 8. The count of antenna-violating nets left after detailed routing is 0.

The tally of buffers added on design ports is 29. The final cycle utilization of the critical path is 89.5%. Along the worst path, the maximum fanout reaches 6. The number of cells on the worst reg-to-reg path is 5.

The number of DRC markers in iteration 0 is 120. The final antenna diode tally reported by the flow is 0. The post-route minimum period is 2.06 ns. As reported, the later end of the worst-skew pair has a clock insertion delay of 0.30 ns. 31 I/O pins were placed. The buffer depth of the longest clock path is 2. The tally of filler cells in the layout is 384.

The final weighted congestion in routability-driven placement is 0.838. The vias after detailed routing is 1665. Per the OpenROAD floorplan log, the area of the die is 5080 µm². For this run the detailed placement stage logged an HPWL of 2930 µm. The clock tree root buffer cell is sky130_fd_sc_hd__clkbuf_8.

The cell area after synthesis is 2400 µm². Summing over the stages, the warning tally comes to 32. The final global-route overflow total is 0. The number of antenna violations at the first check in global routing is 0. Of the cells placed in the final design, the portion with a size suffix greater than 1 is 8.37%. The proportion of synthesized flip-flops having asynchronous set or reset is 0%. The post-synthesis instance total is 234. The fmax is 486 MHz.

The CTS tree is done. In the hold timing report, the worst path depth is 2. The data arrival time reported for the critical path is 2.08 ns.

The area added between synthesis and finish is 16.6%. The post-cts hold buffer count is 0. The area of the synthesized netlist per yosys stat is 2400 µm².

Entering global routing, the biggest net connects 17 pins. The completed layout was analyzed and its total power is 1.70 mW. The startpoint identified for the worst register-to-register timing path is time_cnt[0]. For this block, the routed nets add up to 4030 µm of wire. The synthesized flop and latch total is 56. The number of setup violations in the final report is 0.
## logic make-up after synthesis
| logic type | after synthesis | share of synthesized area [%] |
|---|---|---|
| adder cells (fa/ha/maj) | 8 | 4.18 |
| other | 1 | 0.156 |
| flip-flops | 56 | 50.1 |
| AND-OR/OR-AND | 44 | 11.7 |
| buffers and inverters | 17 | 3.86 |
| multiplexers | 10 | 4.70 |
| AND/OR/NAND/NOR | 87 | 21.2 |
| XOR/XNOR | 11 | 4.02 |
## worst max-delay path, cell delays in order (launching register included)
cell	delay, ns
sky130_fd_sc_hd__dfxtp_1	0.41
sky130_fd_sc_hd__ha_1	0.17
sky130_fd_sc_hd__or4b_4	0.48
sky130_fd_sc_hd__nor4_4	0.45
sky130_fd_sc_hd__mux2i_1	0.15
sky130_fd_sc_hd__nor2_1	0.12
## metal layers
layer / track usage, % / share of wire, % / wire [µm]
met3: 3.42 / 3.0 / 119
met1: 28.9 / 50 / 2000
met5: 0 / 0 / 0
met4: 1.78 / 1.4 / 56
met2: 28.7 / 46 / 1850
## placed cells by master (no fill, tap or decap), drive strengths merged, types with 6 or more instances in the layout
master	instances
o21ai	10
mux2i	9
clkbuf	8
nor2	27
clkdlybuf4s50	29
ha	8
nor2b	18
dfxtp	48
a21oi	16
xor2	9
inv	6
edfxtp	8
## Yosys cell counts (2+ instances only)
cell                       instances  share of area, %
sky130_fd_sc_hd__or4_1             4               1.3
sky130_fd_sc_hd__buf_6             2              0.94
sky130_fd_sc_hd__nand2_1           4              0.63
sky130_fd_sc_hd__dfxtp_1          48                40
sky130_fd_sc_hd__nand3_1           5               1.0
sky130_fd_sc_hd__xor2_1            9               3.3
sky130_fd_sc_hd__edfxtp_1          8                10
sky130_fd_sc_hd__nor2b_1          18               4.7
sky130_fd_sc_hd__a22o_1            5               1.8
sky130_fd_sc_hd__or3_1             2              0.52
sky130_fd_sc_hd__mux2i_1           9               3.8
sky130_fd_sc_hd__inv_1             6              0.94
sky130_fd_sc_hd__a21oi_1          16               3.3
sky130_fd_sc_hd__ha_1              8               4.2
sky130_fd_sc_hd__and3_1            3              0.78
sky130_fd_sc_hd__nor4_1            4               1.0
sky130_fd_sc_hd__nor2_1           26               4.1
sky130_fd_sc_hd__o22ai_1           2              0.52
sky130_fd_sc_hd__or2_2             2              0.52
sky130_fd_sc_hd__nand4_1           5               1.3
sky130_fd_sc_hd__clkbuf_1          7               1.1
sky130_fd_sc_hd__and2_1            3              0.78
sky130_fd_sc_hd__o31ai_1           4               1.3
sky130_fd_sc_hd__xnor2_1           2              0.73
sky130_fd_sc_hd__a21o_1            2              0.63
sky130_fd_sc_hd__o21ai_0          10               2.1
## registers in the layout, summed over array words and instances, names as in the netlist, 4 cells and up
signal,flops
time_cnt,16
an,4
data_mask,4
state,9
data,16
## report_power, final
group          leakage [nW]  switching [mW]  internal, mW
clock network        0.0455           0.291         0.246
logic                 0.579          0.0441        0.0737
registers             0.469          0.0206          1.02
## area by class of cell
type / count / area [µm²] / share of cell area (%)
Sequential cell: 56 / 1200 / 43.0
Multi-Input combinational cell: 161 / 1100 / 39.5
Timing Repair Buffer: 32 / 313 / 11.2
Clock buffer: 8 / 90.1 / 3.22
Tap cell: 52 / 65.1 / 2.33
Inverter: 6 / 22.5 / 0.806
## how the worst max path moves through the flow
stage	start	endpoint	slack [ns]	cells past startpoint
after global routing	time_cnt[0]	an[1]	0.13	5
after CTS	time_cnt[0]	an[1]	0.24	5
final	time_cnt[0]	an[1]	0.24	5
## through the flow
stage / util [%] / instance area (µm²) / worst slack [ns] / instances
finish: 62.5 / 2800 / 0.241 / 315
CTS: 62.5 / 2800 / 0.237 / 315
floorplan: - / 2400 / 0.412 / 234
detailed placement: 60.5 / 2710 / 0.257 / 307
global route: 62.5 / 2800 / 0.129 / 315
global placement: 60.5 / 2710 / 0.291 / 307
Power figures rest on the tool's default switching activity, not on a simulated workload.
