`config.mk`:
```
export PLATFORM = sky130hd
export DESIGN_NAME = ram_ctrl
export DESIGN_NICKNAME = ram_ctrl
export VERILOG_FILES = /design/flow/design.v
export SDC_FILE = /design/flow/constraint.sdc
export NUM_CORES = 4
export LEC_CHECK = 1
export CORE_UTILIZATION = 50
```
`constraint.sdc`:
```
current_design ram_ctrl

set clk_period 3.4
set clk_io_pct 0.2

create_clock -name clk0 -period $clk_period [get_ports {clk}]

set non_clock_inputs [all_inputs -no_clocks]
set_input_delay [expr $clk_period * $clk_io_pct] -clock clk0 $non_clock_inputs
set_output_delay [expr $clk_period * $clk_io_pct] -clock clk0 [all_outputs]
```
`design.v`:
```
module ram_ctrl(
	input		clk,			 
	input		sys_rst_n,
	output	reg	MemOE,
	output	reg	MemWR,
	output	reg	RamAdv,
	output	reg	RamCS,			 
	output	reg	RamClk,
	output	reg	RamCRE,
	output	reg	RamLB,
	output	reg	RamUB,
	input		RamWait,		 
	output	reg	[22:0]	MemAdr,
	inout		[15:0]	MemDB,
	input	mem_we,
	input	[31:0]		mem_addr,
	output	reg	[15:0]	mem_rdata,
	input	[15:0]		mem_wdata,
	output	reg	rdy,
	input	[22:0]		op_code,
	input	reload
);
localparam	IDLE			=9'b0000_00001;
localparam	CONFIG_REG_S0	=9'b0000_00010;
localparam	CONFIG_REG_S1	=9'b0000_00100;
localparam	CONFIG_REG_S2	=9'b0000_01000;
localparam	CONFIG_REG_S3	=9'b0001_00000;
localparam	P0 				=9'b0010_00000;
localparam	P1				=9'b1100_00000;
localparam	MEM_RD			=9'b0100_00000;
localparam	MEM_WR			=9'b1000_00000;
localparam	DY_WAIT=2'b01;
localparam	DY_START_CNT=2'b10;
reg	[8:0]	state;
reg	[1:0]	dy_state;
reg	[15:0]	dy_cnt;				 
reg	[15:0]	dy_tar;				 
reg			dy_finish;			 
reg			dy_start;
reg			inoutGate;
always @(posedge clk or negedge sys_rst_n)
	if(!sys_rst_n)begin
		mem_rdata <='d0;
		MemOE <=1'b1;
		MemWR <=1'b1;
		RamAdv <=1'b1;
		RamCS <=1'b1;
		RamClk <=1'b0;			 
		RamCRE <=1'b0;			 
		RamLB <=1'b1;
		RamUB <=1'b1;
		dy_tar <='d0;
		dy_start <=1'b0;
		rdy <=1'b0;
		inoutGate <=1'b0;		 
		state <=IDLE;
	end
	else begin
		RamCRE <=1'b0;
		dy_start <=1'b0;
		rdy <=1'b0;
		case(state)
			IDLE:begin
					state <=CONFIG_REG_S0;
					rdy <=1'b0;
				end
			CONFIG_REG_S0:begin
				MemAdr <=op_code;
				RamCRE <=1'b1;
				RamAdv <=1'b0;
				RamCS <=1'b0;
				MemWR <=1'b1;
				state <=CONFIG_REG_S1;
			end
			CONFIG_REG_S1:begin
				RamAdv <=1'b1;
				dy_tar <='d16;
				dy_start <=1'b1;
				if(dy_finish)
					state <=CONFIG_REG_S2;
				else
					state <=state;
			end
			CONFIG_REG_S2:begin
				MemWR <=1'b0;
				dy_tar <='d8;
				dy_start <=1'b1;
				if(dy_finish) begin
						MemWR <=1'b1;
						state <=CONFIG_REG_S3;
					end
				else
					state <=state;
			end
			CONFIG_REG_S3:begin
				RamCS <=1'b1;
				state <=P0;			 
			end
			P0:begin
					RamLB <=1'b0;
					RamUB <=1'b0;
					RamCS <=1'b0;
					RamAdv <=1'b0;	 
					MemWR <=1'b1;
					MemOE <=1'b1;
					state <=P1;
					inoutGate <=1'b0;
				end
			P1:
				if(reload ==1'b1)
					state <=IDLE;
				else if(mem_we)
					state <=MEM_WR;
				else
					state <=MEM_RD;
			MEM_RD:begin
				MemAdr <=mem_addr[22:0];
				MemOE <=1'b0;
				dy_tar <='d5;
				dy_start <=1'b1;
				inoutGate <=1'b0;
				if(dy_finish)begin
					mem_rdata <=MemDB;
					rdy <=1'b1;
					state <=P0;
				end
				else
					state <=state;
			end
			MEM_WR:begin
				MemAdr <=mem_addr[22:0];
				MemWR <=1'b0;
				dy_tar <='d5;
				dy_start <=1'b1;
				inoutGate <=1'b1;
				if(dy_finish)begin
					state <=P0;
					rdy <=1'b1;	 
				end
				else
					state <=state;
			end
			default: 
				state <=IDLE;
		endcase
	end
always @(posedge clk or negedge sys_rst_n)
	if(!sys_rst_n) begin
			dy_state <=DY_WAIT;
			dy_finish <=1'b0;
			dy_cnt <='d0;
		end
	else begin
		dy_finish <=1'b0;
		case(dy_state)
			DY_WAIT:begin
					dy_cnt <='d0;
					if(dy_start)
						dy_state <=DY_START_CNT;
					else
						dy_state <=dy_state;
				end
			DY_START_CNT:
				if(dy_cnt !=dy_tar)
					dy_cnt <=dy_cnt +1'b1;
				else begin
					dy_finish <=1'b1;
					dy_state <=DY_WAIT;
				end
			default:;
		endcase
	end
assign MemDB =(inoutGate ==1'b0)? 16'bz :mem_wdata;
endmodule
```
`run.sh`:
```
#!/bin/bash
# OpenROAD 26Q1-2900-gdf79404cd8, Yosys 0.63+post, stock flow scripts
make -C /OpenROAD-flow-scripts/flow DESIGN_CONFIG=/design/flow/config.mk WORK_HOME=/design/flow/orfs finish
```
==> out/results.ini <==
[yosys]
yosys.area.top_type = dfrtp_1
ys_sh_simple = 0.173
adder_share = 0.00366
yosysWarnings = 2
ys_types = 43
top_area_frac = 0.351
muxShareOfSynthArea = 0.0615
ys_cells = 319
edf_count = 23
mappedNetlistArea_mm2 = 0.00342
syn_avg_cell_area_um2 = 10.7
synthAoiAreaFrac = 0.0787
synth_cells = 319
flop_cell = dfrtp_1
ys_ff = 78
postSynth.asyncResetShare = 0.705
synth_chip_area_mm2 = 0.00342
synth-xor-area-share = 0.0102
logic_family = simple AND/OR/NAND/NOR gates
synth_seq_share = 0.607
yosys-top-cells-area = dfrtp_1 (35%), edfxtp_1 (20%), nand2_1 (9.6%), dfstp_2 (5.4%), mux2_2 (5.3%)

[clock_tree]
cts_resized = 0
cts-root-buf = clkbuf_8
cts_buffers = 9
clkSinkCount = 78
clk_path_buf_depth = 2
htreeDepth = 3
postCtsHoldBufs = 0
cts_setup_buffers = 0

[run_status]
stop_error = [error] [KeplerFormal.cpp:679] Workflow failed: Iso has multiple drivers: .mem_wdata0, input25.X0
status = did not finish
stop_stage = clock tree synthesis (4_1_cts)

[placement]
io_buffers = 112
gp_congestion = 0.825
post-dp-hpwl_mm = 4.92

[die]
die_height_um = 84.7
fp_util = 0.529
io_pins = 140
die-width_um = 84.7
rows = 29

[cell families after synthesis]
group	Yosys count
buffers and inverters	40
muxes	19
DFF	78
other	1
xor gates and xnor gates	4
AOI/OAI and AO/OA	44
and+or+nand+nor	132
adders and majority gates	1
[Yosys cell counts (3+ instances only)]
master    number
nor3_1         3
nand3_1        6
nand2_1       87
buf_4         18
dfrtp_1       48
inv_1          9
a31oi_1        5
edfxtp_1      23
o21a_1         3
mux2i_1        3
nor2_1        13
dfstp_2        7
clkbuf_1      10
xor2_1         4
o21ai_0       19
a21oi_1        6
nand4_1        8
mux2_2        16
and3_1         3
[through the flow]
stage	instance area [um^2]	util	worst slack [ns]	hold WS, ns	cells
2_1_floorplan	3420	-	1.70	0.379	319
3_3_place_gp	4470	0.692	1.50	0.381	480
3_5_place_dp	4470	0.692	1.49	0.382	480
