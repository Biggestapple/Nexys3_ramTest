### ./config.mk
export PLATFORM = sky130hd
export DESIGN_NAME = control
export DESIGN_NICKNAME = control
export VERILOG_FILES = /design/flow/design.v
export SDC_FILE = /design/flow/constraint.sdc
export NUM_CORES = 4
export LEC_CHECK = 1
export CORE_UTILIZATION = 40
### ./constraint.sdc
current_design control

set clk_period 10.6
set clk_io_pct 0.2

create_clock -name clk0 -period $clk_period [get_ports {clk}]

set non_clock_inputs [all_inputs -no_clocks]
set_input_delay [expr $clk_period * $clk_io_pct] -clock clk0 $non_clock_inputs
set_output_delay [expr $clk_period * $clk_io_pct] -clock clk0 [all_outputs]
### ./design.v
module control(
	input		clk,
	input		sys_rst_n,
	input	[7:0]		sw,
	input		BtnU,
	input		BtnD,
	input		BtnS,
	output	reg	mem_we,
	output	reg	[31:0]	mem_addr,
	output	reg	[15:0]	mem_wdata,
	input		mem_rdy,
	output	[4:0]		debug
);
reg		[4:0]		state;
reg	BtnD_regi	[3:0];
reg	BtnU_regi	[3:0];
reg	BtnS_regi	[3:0];
wire	ifBtnD,ifBtnU,ifBtnS;
reg		BtnD_reg1,BtnD_reg2;
reg		BtnU_reg1,BtnU_reg2;
reg		BtnS_reg1,BtnS_reg2;
wire	clk_div128_4;
reg		[10:0]	clk_cnt;
wire	btnU_pos,btnD_pos,btnS_pos;
localparam	S0=5'b00001;
localparam	S1=5'b00010;
localparam	S2=5'b00100;
localparam	S3=5'b11000;
integer index;
always @(posedge clk or negedge sys_rst_n)
	if(!sys_rst_n)
		clk_cnt <='d0;
	else
		clk_cnt <=clk_cnt +1'b1;
assign clk_div128_4 =clk_cnt[10];
always @(posedge clk_div128_4 or negedge sys_rst_n)
	if(!sys_rst_n)begin
		BtnD_regi[0] <=1'b0;
		BtnD_regi[1] <=1'b0;
		BtnD_regi[2] <=1'b0;
		BtnD_regi[3] <=1'b0;
		BtnU_regi[0] <=1'b0;
		BtnU_regi[1] <=1'b0;
		BtnU_regi[2] <=1'b0;
		BtnU_regi[3] <=1'b0;
		BtnS_regi[0] <=1'b0;
		BtnS_regi[1] <=1'b0;
		BtnS_regi[2] <=1'b0;
		BtnS_regi[3] <=1'b0;
	end 
	else begin
		BtnD_regi[0] <=BtnD;
		BtnU_regi[0] <=BtnU;
		BtnS_regi[0] <=BtnS;
		for(index =0;index <3; index =index+1) begin
			BtnD_regi[index+1] <=BtnD_regi[index];
			BtnU_regi[index+1] <=BtnU_regi[index];
			BtnS_regi[index+1] <=BtnS_regi[index];
		end
	end
assign ifBtnD ={BtnD_regi[0],BtnD_regi[1],BtnD_regi[2],BtnD_regi[3]} == 4'b1111;
assign ifBtnU ={BtnU_regi[0],BtnU_regi[1],BtnU_regi[2],BtnU_regi[3]} == 4'b1111;
assign ifBtnS ={BtnS_regi[0],BtnS_regi[1],BtnS_regi[2],BtnS_regi[3]} == 4'b1111;
always @(posedge clk or negedge sys_rst_n)
	if(!sys_rst_n) begin
		BtnD_reg1 <=1'b0;
		BtnD_reg2 <=1'b0;
		BtnU_reg1 <=1'b0;
		BtnU_reg2 <=1'b0;
		BtnS_reg1 <=1'b0;
		BtnS_reg2 <=1'b0;
	end
	else begin
		BtnD_reg1 <=ifBtnD;
		BtnD_reg2 <=BtnD_reg1;
		BtnU_reg1 <=ifBtnU;
		BtnU_reg2 <=BtnU_reg1;
		BtnS_reg1 <=ifBtnS;
		BtnS_reg2 <=BtnS_reg1;
	end
assign btnD_pos =(~BtnD_reg2 && BtnD_reg1);
assign btnU_pos =(~BtnU_reg2 && BtnU_reg1);
assign btnS_pos =(~BtnS_reg2 && BtnS_reg1);
always @(posedge clk or negedge sys_rst_n)
	if(!sys_rst_n) begin
		mem_wdata <=16'd0;
		mem_we <=1'b0;
		mem_addr <=32'd0;
		state <=S0;
	end
	else begin
		mem_we <=1'b0;
		case(state)
			S0: begin
					if(btnU_pos)
						mem_addr <=mem_addr +'d1;
					else if(btnD_pos)
						mem_addr <=mem_addr -'d1;
					else	
						mem_addr <=mem_addr;
					if(btnS_pos)
						state <=S1;
					else
						state <=state;
					end
			S1:
				if(mem_rdy) begin
						mem_we <=1'b1;
						mem_wdata[7:0]  <=sw;
						state <=S2;
					end
				else 
					state <=state;
			S2:
				if(btnS_pos)
					state <=S3;
				else
					state <=state;
			S3:
				if(mem_rdy) begin
						mem_we <=1'b1;
						mem_wdata[15:8]  <=sw;
						state <=S0;
					end
				else 
					state <=state;
			default:
				state <=S0;
		endcase
	end
assign debug =state;
endmodule
### ./run.sh
#!/bin/bash
# OpenROAD 26Q1-2900-gdf79404cd8, Yosys 0.63+post, stock flow scripts
make -C /OpenROAD-flow-scripts/flow DESIGN_CONFIG=/design/flow/config.mk WORK_HOME=/design/flow/orfs finish
==> flow_metrics.py <==
# Flow results
metrics = {
    "outcome": {
        "status": "finished, final reports clean",
    },
    "route": {
        "num_antenna_cells": 0,
        "via_per_inst": 5.51,
        "dr.pass1.iters": 20,
        "drc": 0,
        "num_vias": 3785,
        "ant_nets": 0,
        "wl_mm": 10.0,
        "drt_iter0_drc": 194,
        "avgRoutedWirePerCell_um": 14.6,
    },
    "floorplanning": {
        "core_area_mm2": 0.0115,
        "initial_core_util_pct": 41.5,
        "ioPinCount": 68,
        "dieArea_mm2": 0.0124,
        "rows": 39,
        "die_x_um": 111,
        "die_y_um": 111,
    },
    "final_layout": {
        "drive_above_1_share_pct": 9.19,
        "mostFrequentLayoutCells": "dfrtp_1 (81), clkdlybuf4s50_1 (66), nand2_1 (47)",
        "fillers": 974,
        "comb_area_mm2": 0.00263,
        "area_delta_synth_final_pct": 23.6,
        "fin_cells": 687,
        "lay_top_count": "dfrtp_1",
        "register_area_mm2": 0.00205,
    },
    "timing": {
        "slew_viol_final": 0,
        "rsz0062_at_grt": "no",
        "fin_skew_ns": 0.00938,
        "finalClockPeriodUsage_pct": 33.5,
        "finalSetupTns_ns": 0,
        "relSlewSlack_pct": 42.0,
        "fmax_mhz": 281,
        "unclocked_pins": 12,
        "setup_viol": 0,
        "min_period_ns": 3.55,
        "finalHoldViolations": 0,
        "worst_pin_slew_ns": 0.866,
        "untimed_endpoints": 15,
    },
    "synthesis": {
        "yosys-top-cells-area": "dfrtp_1 (42%), ha_1 (8.9%), nand2_1 (3.7%)",
        "ff_type": "dfrtp_1",
        "largest_area_cell": "dfrtp_1",
        "edf_count": 0,
        "ys_cells": 473,
        "ys_ff": 82,
        "synthCells": 473,
        "syn_area_mm2": 0.00478,
        "ys_types": 73,
        "ys_seq_share_pct": 43.0,
        "syn_avg_cell_area_um2": 10.1,
        "post-synth-top-area-fraction_pct": 42.4,
        "synth_async_sr_flop_share_pct": 100,
        "yosys_area_mm2": 0.00478,
        "yosysWarnings": 4,
    },
    "global_routing": {
        "grt_max_degree": 59,
        "gr-total-overflow": 0,
        "grt_pass1_vias": 3513,
        "grt_first_pass_wirelength_mm": 17.6,
        "grtUsageTotal_pct": 17.9,
        "antenna_found_initial": 0,
    },
    "clock_network": {
        "clk_pin_slew_worst_paths_ns": 0.05,
        "hold_buffers": 0,
        "cts_resized": 0,
        "clk_latency_ns": 0.34,
        "cts_made_buffers": 9,
        "root_buffer": "clkbuf_16",
        "post_cts_buffers": 0,
        "h-tree-depth": 3,
        "cts_tree": "built",
        "clockBufferDepth": 2,
    },
    "flow_run": {
        "log.warning_count": 28,
        "max_cap_violations": 0,
    },
    "power_and_ir_drop": {
        "finalPower_uw": 602,
        "p_leak_nw": 2.64,
        "ir_drop_mv": 0.0964,
        "power.density_mw_per_mm2": 102,
    },
    "place": {
        "portBuffers": 67,
        "dp_hpwl_mm": 7.28,
        "dp.cells": 672,
        "gp_congestion": 0.843,
    },
    "critical_path": {
        "cp_cell_sequence": "clkdlybuf4s50_1",
        "crit_fanout": 11,
        "cp.arrival_ns": 1.43,
        "required_ns": 8.48,
        "crit_family": "flip-flops",
        "crit_path_max_incr_delay_ns": 0.56,
        "cp-startpoint": "state[3]$_DFFE_PN0P_",
        "end_kind": "output port",
        "crit_path_top_delay_cell": "dfrtp_1",
        "path_buffers": 1,
        "criticalPathCategory": "flop to output port",
        "startpoint_type": "flop",
        "r2r-start": "BtnU_reg1$_DFF_PN0_",
    },
    "min_path": {
        "hp-class": "flop to flop",
        "hold_path_startpoint": "BtnD_reg1$_DFF_PN0_",
    },
}
per-stage QoR:
stage          setup slack, ns  util, %  hold slack [ns]  area (µm²)
6_report                  7.05     51.3            0.372        5910
3_3_place_gp              6.77     48.6            0.359        5600
5_1_grt                   6.98     51.3            0.390        5910
2_1_floorplan             7.40        -            0.347        4780
3_5_place_dp              6.74     48.6            0.367        5600
4_1_cts                   7.04     51.3            0.377        5910
worst paths after layout:
check / end / slack (ns) / depth (start not counted)
setup / recovery: debug[3] / 7.05 / 1
hold / removal: BtnD_reg2$_DFF_PN0_ / 0.37 / 0
setup reg to reg: mem_addr[28]$_DFFE_PN0P_ / 7.48 / 12
hold reg to reg: BtnD_reg2$_DFF_PN0_ / 0.37 / 0
max in group asynchronous: mem_wdata[11]$_DFFE_PN0P_ / 7.89 / 2
min in group asynchronous: mem_addr[14]$_DFFE_PN0P_ / 1.68 / 1
cells by family (layout without fill, tap and decap cells):
family / Yosys count / count (layout) / synth area share (%)
AOI/OAI and AO/OA: 139 / 139 / 19.8
xor gates and xnor gates: 29 / 29 / 5.32
adders and majority gates: 35 / 35 / 9.32
buffers and inverters: 26 / 97 / 2.15
DFF: 82 / 82 / 43.0
muxes: 19 / 19 / 4.40
and+or+nand+nor: 143 / 143 / 16.0
cell type report:
type,count,share of cell area [%]
repair buffers,70,11.7
clock inverters,4,1.23
multi-input cells,365,44.6
flip-flops and latches,82,34.8
clock buffers,11,3.94
inverters,12,0.763
well taps,143,3.03
routing by layer:
layer	GRT usage [%]	vias up	wire length [µm]
met4	1.89	0	86
met3	4.12	6	455
met1	27.0	1827	4660
li1	-	1879	-
met2	28.2	73	4840
met5	0	-	0
worst register-to-register path, cell delays in order (launching register included):
cell	delay [ns]
dfrtp_1	0.37
nand2b_1	0.07
buf_4	0.37
inv_2	0.16
fa_1	0.47
nor2b_4	0.14
o31a_1	0.16
or3_4	0.14
a21oi_4	0.07
o31ai_2	0.46
a31oi_1	0.20
a221oi_1	0.27
o31ai_1	0.10
report_power, final:
part / leakage (nW) / switching [mW] / internal, mW
logic: 1.45 / 0.00766 / 0.00788
registers: 1.05 / 0.000896 / 0.269
clock network: 0.146 / 0.113 / 0.204
flip-flops by register name (all words and copies together) (netlist names), 4 cells and up:
name	flops
mem_wdata	16
mem_addr	32
clk_cnt	11
BtnD_regi	4
BtnU_regi	4
state	4
BtnS_regi	4
synth_stat cells (all sizes together) (3+ instances only):
library cell	number
nand4	5
nor2b	8
a211oi	3
mux2	16
nor2	15
buf	4
ha	34
mux2i	3
o21ai	41
o21bai	4
clkbuf	10
and4	5
nand2b	7
inv	12
dfrtp	81
xor2	12
xnor2	17
o21a	5
nand3	19
nor3	12
nand2	47
a21o	15
or3	4
and3	8
a21boi	3
a31oi	5
o31ai	6
a21oi	33
No activity file was given, so power comes from the tool's default toggle rates.
